File: /design/flow/run.sh
#!/bin/bash
# OpenROAD 26Q1-2900-gdf79404cd8, Yosys 0.63+post, stock flow scripts
make -C /OpenROAD-flow-scripts/flow DESIGN_CONFIG=/design/flow/config.mk WORK_HOME=/design/flow/orfs finish
File: /design/flow/config.mk
export PLATFORM = sky130hd
export DESIGN_NAME = mult
export DESIGN_NICKNAME = mult
export VERILOG_FILES = /design/flow/design.v
export SDC_FILE = /design/flow/constraint.sdc
export NUM_CORES = 4
export LEC_CHECK = 1
export CORE_UTILIZATION = 40
File: /design/flow/constraint.sdc
current_design mult

set clk_period 20.0
set clk_io_pct 0.2

create_clock -name clk0 -period $clk_period [get_ports {clk}]

set non_clock_inputs [all_inputs -no_clocks]
set_input_delay [expr $clk_period * $clk_io_pct] -clock clk0 $non_clock_inputs
set_output_delay [expr $clk_period * $clk_io_pct] -clock clk0 [all_outputs]
File: /design/flow/design.v
module mult(
    input wire clk,
    input wire mult_ctrl,
    input wire reset,
    input wire [31:0] a,
    input wire [31:0] b,
    output reg [31:0] Hi,
    output reg [31:0] Lo
);
    reg [31:0] M; 
    reg [31:0] Q;   
    reg Q1;
    reg [31:0] A;
    reg [5:0] counter;
    reg aux = 1;
    always @ (posedge clk)begin
        if(mult_ctrl == 1'b0)begin
            counter = 6'b000000;
            Q = 32'b00000000000000000000000000000000;
            M = 32'b00000000000000000000000000000000;
            Q1 = 1'b0;
            A = 32'b00000000000000000000000000000000;
        end
        else begin
            if(counter == 6'b000000) begin
                Q = a;
                M = b;
                counter = counter + 1;
            end
            else begin 
                if(Q[0] == 1'b1 && Q1 == 1'b0) begin
                    A = A - M;
                end 
                else if(Q[0] == 1'b0 && Q1 == 1'b1) begin
                    A = A + M;
                end 
                {A, Q, Q1} = {A, Q, Q1} >> 1'b1;
                if(A[30] == 1'b1)begin
                    A[31] = 1'b1; 
                end
                counter = counter + 1'b1;
            end
            if(counter == 6'b100001) begin
                Hi = A;
                Lo = Q;
            end
        end
    end
endmodule
==> summary.json <==
{
  "floorplan": {
    "floorplan.io_pins": 131,
    "horizontal_die_dimension_um": 163.7,
    "floorplan.rows": 58,
    "die_h_um": 163.7,
    "core_area_um2": 25400,
    "design.die.area_um2": 26780,
    "effective_utilization_at_floorplan_pct": 41.16
  },
  "drt": {
    "wire_per_inst_um": 17.72,
    "detailedRoute.firstPassIterationCount": 5,
    "routed_wirelength_um": 30210,
    "detailedRoute.firstIterationViolations": 702,
    "detailroute.via_count": 9436,
    "route.antenna.diode_count": 0,
    "postRouteAntennaNets": 0,
    "detail_route.drc_violations": 0,
    "detail_route.vias_per_cell": 5.534
  },
  "final_timing": {
    "tns_ns": 0,
    "fin_crit_sh_pct": 32.04,
    "finalClockSkew_ns": 0.01515,
    "timing.final.hold_violations": 0,
    "min_period_ns": 6.409,
    "endpoints_failing_setup": 0,
    "timing.slew.headroom_pct": 43.81,
    "timing.final.max_slew_violations": 0,
    "worst_pin_slew_ns": 0.8357,
    "grt_setup_unrepaired": "no",
    "fmax_mhz": 156.0
  },
  "critical_path": {
    "cp_data_arrival_time_ns": 6.47,
    "cp_common_cell": "sky130_fd_sc_hd__buf_4",
    "critPathTopFamily": "buffers and inverters",
    "timing.critical_path.cells": "clkdlybuf4s50_1 > buf_4 > inv_2 > a21oi_1 > and3_2 > buf_4",
    "critPathMaxStageDelay_ns": 0.66,
    "worstPathRequired_ns": 20.06,
    "setup.reg_to_reg.worst_slack_ns": 16.17,
    "cp_max_fo": 52,
    "worstPathBufferInverterCount": 4,
    "crit_path_start_kind": "input pin",
    "end_kind": "flop",
    "cp_slowest_cell": "sky130_fd_sc_hd__buf_4",
    "timing.setup.critical_path_class": "input pin to flop"
  },
  "final_layout": {
    "area_delta_synth_final_pct": 20.35,
    "drive_above_1_share_pct": 7.055,
    "postLayoutCellArea_um2": 12580,
    "fillers": 2441
  },
  "clock_tree": {
    "post_cts_resize_count": 0,
    "cts.sink_count": 167,
    "htree_levels": 4,
    "cts-hold-fix-buffers": 0,
    "tritoncts.num_buffers": 17,
    "worst_setup_hold_path_clk_slew_ns": 0.07,
    "tritoncts": "yes",
    "clk_path_buf_depth": 2,
    "clock-root-buffer": "sky130_fd_sc_hd__clkbuf_16",
    "cts.repair_timing.setup_buffer_count": 0,
    "clk_latency_ns": 0.44
  },
  "grt": {
    "grt_start_max_net_pins": 68,
    "antenna_found_initial": 0,
    "grt_use_total_pct": 23.52,
    "vias_in_the_first_global_route": 8578,
    "globalRouteOverflowTotal": 0,
    "wire_length_of_the_first_global_routing_pass_um": 47310
  },
  "power_and_ir_drop": {
    "cellLeakagePower_nw": 4.987,
    "pwr-share-seq_pct": 34.5,
    "sw_share_pct": 39.48,
    "p_int_mw": 0.7058,
    "p_comb_share_pct": 35.0,
    "max-vdd-ir-drop_mv": 0.04647,
    "switching_power_mw": 0.4605,
    "clkPwrFrac_pct": 30.5,
    "power_density_nw_per_um2": 92.71
  },
  "synth": {
    "synth_sequential_area_ratio_pct": 38.11,
    "yosys_synthesis_warning_count": 1,
    "synthFlopType": "sky130_fd_sc_hd__dfxtp_1",
    "area_leaders": "sky130_fd_sc_hd__dfxtp_1 (20%), sky130_fd_sc_hd__edfxtp_1 (18%), sky130_fd_sc_hd__nand2_1 (8.5%), sky130_fd_sc_hd__ha_1 (7.8%), sky130_fd_sc_hd__a21oi_1 (7.6%)",
    "synthDominantCellAreaShare_pct": 19.72,
    "synth_area_per_cell_um2": 8.199,
    "yosys-stat-cells": 1275,
    "post_synthesis_instance_area_um2": 10450,
    "yosys_register_bits": 167,
    "synth_chip_area_um2": 10450,
    "proportion_of_synthesized_flip_flops_having_asynchronous_set_or_reset_pct": 0,
    "synth_cell_types": 94,
    "edf_count": 64,
    "syn_inst": 1275,
    "synthDominantAreaCellType": "sky130_fd_sc_hd__dfxtp_1"
  },
  "min_path": {
    "holdCritPathClass": "flop to flop"
  },
  "placed_design": {
    "post-dp-hpwl_um": 20900,
    "dpl_cell_area_um2": 11940,
    "buffer_ports.inserted": 129,
    "gp_congestion": 0.9219
  },
  "job": {
    "max_cap_viols": 0,
    "log.warning_count": 59
  },
  "status": {
    "run_status": "finished, final reports clean"
  }
}
-- power by group through the flow --
stage	clock network [mW]	logic (mW)	registers, mW
6_report	0.356	0.408	0.402
5_1_grt	0.381	0.452	0.405
4_1_cts	0.365	0.405	0.402
-- worst min-delay path, delay by kind of cell, from the launching register on --
| kind | cells | cell delay, ns |
|---|---|---|
| DFF | 1 | 0.30 |
| and+or+nand+nor | 1 | 0.06 |
| AOI/OAI and AO/OA | 1 | 0.06 |
-- layer usage --
layer,wire [um],up-vias,GRT usage [%]
met5,0,-,0
met4,705,0,5.051
met3,1698,49,2.535
met2,12730,309,33.88
met1,15080,4353,38.91
li1,-,4725,-
-- cell families (layout without fill, tap and decap cells) --
logic type | after synthesis | in the layout | share of synthesized area, %
AOI/OAI and AO/OA | 396 | 396 | 25.18
xor gates and xnor gates | 24 | 24 | 2.011
adders and majority gates | 67 | 67 | 8.163
buffers and inverters | 149 | 249 | 5.805
DFF | 167 | 167 | 38.11
muxes | 6 | 6 | 0.6104
and+or+nand+nor | 466 | 466 | 20.12
-- through the flow --
step | instances | worst slack, ns | power, mW | hold WS [ns] | utilization, %
2_1_floorplan | 1275 | 13.74 | 0.7073 | 0.4409 | -
3_3_place_gp | 1673 | 13.10 | 0.8115 | 0.4525 | 47.02
3_5_place_dp | 1673 | 13.06 | 0.8115 | 0.4535 | 47.02
4_1_cts | 1705 | 13.51 | 1.171 | 0.4660 | 49.53
5_1_grt | 1705 | 13.39 | 1.238 | 0.4812 | 49.53
6_report | 1705 | 13.59 | 1.166 | 0.4641 | 49.53
-- area by class of cell --
| type | count | area (um^2) | share of cell area [%] |
|---|---|---|---|
| repair buffers | 143 | 1396 | 11.10 |
| well taps | 330 | 412.9 | 3.282 |
| inverters | 74 | 277.8 | 2.208 |
| clock inverters | 15 | 211.5 | 1.681 |
| clock buffers | 17 | 425.4 | 3.381 |
| flip-flops and latches | 167 | 3984 | 31.67 |
| multi-input cells | 959 | 5873 | 46.68 |
-- state kept, by name, summed over array words and instances, names as in the netlist --
register / cells
A: 32
Lo: 32
counter: 6
Q1: 1
M: 32
Hi: 32
Q: 32
-- cell usage after synthesis, types with 13 or more instances --
| cell | n |
|---|---|
| sky130_fd_sc_hd__nand2_1 | 236 |
| sky130_fd_sc_hd__a21oi_1 | 159 |
| sky130_fd_sc_hd__dfxtp_1 | 103 |
| sky130_fd_sc_hd__nor2_1 | 93 |
| sky130_fd_sc_hd__inv_1 | 69 |
| sky130_fd_sc_hd__ha_1 | 65 |
| sky130_fd_sc_hd__edfxtp_1 | 64 |
| sky130_fd_sc_hd__o21ai_0 | 55 |
| sky130_fd_sc_hd__clkbuf_1 | 47 |
| sky130_fd_sc_hd__nand3_1 | 22 |
| sky130_fd_sc_hd__xnor2_1 | 22 |
| sky130_fd_sc_hd__a31oi_1 | 21 |
| sky130_fd_sc_hd__and2_1 | 21 |
| sky130_fd_sc_hd__nor3_1 | 18 |
| sky130_fd_sc_hd__o31ai_1 | 18 |
| sky130_fd_sc_hd__buf_2 | 14 |
| sky130_fd_sc_hd__nand2b_1 | 14 |
| sky130_fd_sc_hd__nor2b_1 | 13 |
-- worst paths after layout --
path / startpoint / to / depth (start not counted)
worst min register to register: Q[5] / Q[4] / 2
worst max-delay path: mult_ctrl / Hi[10] / 6
worst max register to register: M[12] / Hi[24] / 11
worst min-delay path: Q[5] / Q[4] / 2
-- cell usage in the layout (no fill, tap or decap), types with 18 or more instances in the layout --
| cell | count |
|---|---|
| sky130_fd_sc_hd__nand2_1 | 236 |
| sky130_fd_sc_hd__a21oi_1 | 159 |
| sky130_fd_sc_hd__clkdlybuf4s50_1 | 129 |
| sky130_fd_sc_hd__dfxtp_1 | 103 |
| sky130_fd_sc_hd__nor2_1 | 93 |
| sky130_fd_sc_hd__inv_1 | 69 |
| sky130_fd_sc_hd__ha_1 | 65 |
| sky130_fd_sc_hd__edfxtp_1 | 64 |
| sky130_fd_sc_hd__o21ai_0 | 55 |
| sky130_fd_sc_hd__nand3_1 | 22 |
| sky130_fd_sc_hd__xnor2_1 | 22 |
| sky130_fd_sc_hd__a31oi_1 | 21 |
| sky130_fd_sc_hd__and2_1 | 21 |
| sky130_fd_sc_hd__o31ai_1 | 18 |
| sky130_fd_sc_hd__nor3_1 | 18 |
Power is estimated from default activity; no workload was simulated.
