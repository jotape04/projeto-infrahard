**flow/design.v**
```verilog
module mux_datasrc(
    input wire [3:0] sel,
    input wire [31:0] ALUOut,
    input wire [31:0] LS,
    input wire [31:0] Hi,
    input wire [31:0] Lo,
    input wire [31:0] Sign_extend_1_32,
    input wire [31:0] Sign_extend_16_32,
    input wire [31:0] Shift_left,
    input wire [31:0] Reg_shift,
    output reg [31:0] Write_data
);
always@(*) begin
    case (sel)
        4'b0000: Write_data = ALUOut;
        4'b0001: Write_data = LS;
        4'b0010: Write_data = Hi;
        4'b0011: Write_data = Lo;
        4'b0100: Write_data = Sign_extend_1_32;
        4'b0101: Write_data = Sign_extend_16_32;
        4'b0110: Write_data = Shift_left;
        4'b0111: Write_data = Reg_shift;
        4'b1000: Write_data = 32'b11100011;  
        4'b1001: Write_data = 32'b0;
        4'b1010: Write_data = 32'b0;
        4'b1011: Write_data = 32'b0;
        4'b1100: Write_data = 32'b0;
        4'b1101: Write_data = 32'b0;
        4'b1110: Write_data = 32'b0;
        4'b1111: Write_data = 32'b0;
    endcase
  end
endmodule
```
**flow/run.sh**
```bash
#!/bin/bash
# OpenROAD 26Q1-2900-gdf79404cd8, Yosys 0.63+post, stock flow scripts
make -C /OpenROAD-flow-scripts/flow DESIGN_CONFIG=/design/flow/config.mk WORK_HOME=/design/flow/orfs finish
```
**flow/config.mk**
```make
export PLATFORM = sky130hd
export DESIGN_NAME = mux_datasrc
export DESIGN_NICKNAME = mux_datasrc
export VERILOG_FILES = /design/flow/design.v
export SDC_FILE = /design/flow/constraint.sdc
export NUM_CORES = 4
export LEC_CHECK = 1
export CORE_AREA = 10 10 120 120
export DIE_AREA = 0 0 130 130
```
**flow/constraint.sdc**
```tcl
current_design mux_datasrc

set clk_period 7.8
set clk_io_pct 0.2

create_clock -name clk0 -period $clk_period

set non_clock_inputs [all_inputs -no_clocks]
set_input_delay [expr $clk_period * $clk_io_pct] -clock clk0 $non_clock_inputs
set_output_delay [expr $clk_period * $clk_io_pct] -clock clk0 [all_outputs]
```
==> flow_metrics.py <==
# Auto-generated metrics
metrics = {
    "power_and_ir_drop": {
        "peakVddDrop_uv": 19.6,
        "power.density_nw_per_um2": 52.4,
        "cellLeakagePower_nw": 1.89,
    },
    "synth": {
        "top_area_share_pct": 24.0,
        "syn-cell-area_um2": 2160,
        "synth_area_leader_cell": "mux2i_1",
        "ys_seq_share_pct": 0,
        "ys_cells": 319,
        "yosys_warnings": 1,
        "synth_area_per_cell_um2": 6.79,
        "postSynthCellCount": 319,
        "yosysUniqueCellTypes": 38,
        "ys_top_cells_by_area": "mux2i_1 24%, a22oi_1 14%, o32a_1 12%, o21ai_0 9.5%, nor2_1 9.2%",
        "yosys_area_um2": 2160,
    },
    "global_routing": {
        "grt_max_degree": 31,
        "grtUsageTotal_pct": 18.0,
        "antenna_found_initial": 0,
        "grt_pass1_vias": 4042,
        "grt_pass1_wl_mm": 23.3,
        "overflow": 0,
    },
    "floorplanning": {
        "die_area_um2": 16900,
        "coreArea_um2": 11900,
        "die_y_um": 130,
        "io_pins": 292,
        "die_x_um": 130,
        "floorplan.core_util_pct": 18.2,
        "placementRows": 40,
    },
    "worst_setup_path": {
        "cpMostUsedCell": "clkdlybuf4s50_1",
        "cp_data_required_time_ps": 6240,
        "max_stage_delay_ps": 930,
        "slowest_stage": "clkdlybuf4s50_1",
        "crit_type": "input port to output pin",
        "end_kind": "output pin",
        "start_kind": "input port",
        "crit_arrival_ps": 4450,
        "path_max_fanout": 20,
        "path_cells": "clkdlybuf4s50_1, inv_2, nand3_1, o21ai_0, o32a_1, clkdlybuf4s50_1",
    },
    "job": {
        "tool_warnings": 32,
        "maxCapViolations": 0,
    },
    "clock_network": {
        "cts_hold_buf": 0,
        "cts_setup_buffers": 0,
        "ctsResizeCount": 0,
    },
    "drt": {
        "viasPerCell": 5.11,
        "wire_per_inst_um": 22.5,
        "diodes": 0,
        "routed_wl_mm": 16.5,
        "drt_iter0_markers": 256,
        "drc": 0,
        "ant_nets": 0,
        "first_pass_iters": 5,
        "vias": 3741,
    },
    "finish": {
        "clockBufferCount": 0,
        "drive_gt1_share_pct": 2.74,
        "fin_area_um2": 5130,
        "final_cell_mix": "290 x clkdlybuf4s50_1, 53 x nor2_1, 52 x mux2i_1, 41 x o21ai_0, 39 x a22oi_1",
        "seq_cells": 0,
        "final_common_cell": "clkdlybuf4s50_1",
        "area_delta_synth_final_pct": 137,
        "register_area_um2": 0,
    },
    "hold_path": {
        "hp-class": "input port to output pin",
    },
    "sta": {
        "slew_headroom_pct": 33.8,
        "finalClockPeriodUsage_pct": 77.0,
        "fmax_mhz": 166,
        "final_max_slew_viol_count": 0,
        "worst_slew_pin_slew_ps": 987,
        "tns_ps": 0,
        "hold_viol": 0,
        "fin_crit_ps": 6010,
        "finalSetupViolations": 0,
        "rsz0062_at_grt": "false",
        "hold_slack_ps": 4080,
    },
    "place": {
        "place_area_um2": 5130,
        "gp_congestion": 0.882,
        "io_buffers": 292,
        "dp_hpwl_mm": 13.9,
    },
    "outcome": {
        "status": "complete, no violations",
    },
}
## kinds of logic (layout without fill, tap and decap cells)
| family | count (synthesis) | after routing | share of synthesized area (%) |
|---|---|---|---|
| AOI/OAI and AO/OA | 139 | 139 | 45.8 |
| buffers and inverters | 34 | 300 | 8.50 |
| muxes | 54 | 54 | 25.1 |
| and+or+nand+nor | 92 | 92 | 20.6 |
## path summary, 6_finish.rpt
check / endpoint / startpoint / slack (ps) / depth (start not counted)
hold / removal: Write_data[3] / ALUOut[3] / 4080 / 3
setup / recovery: Write_data[26] / sel[3] / 1790 / 6
## worst max-delay path: cells and delay by family
family          cells  cell delay (ps)
simple gates        1              680
buf+inv             3             1590
compound gates      2              590
## through the flow
stage / worst slack [ps] / total power, mW / util [%] / instances
4_1_cts: 1770 / 0.271 / 43.1 / 732
6_report: 1790 / 0.269 / 43.1 / 732
5_1_grt: 1570 / 0.289 / 43.1 / 732
3_5_place_dp: 1770 / 0.270 / 43.1 / 732
3_3_place_gp: 1750 / 0.270 / 43.1 / 732
2_1_floorplan: 3570 / 0.0839 / - / 319
## Yosys cell counts, types with 2 or more instances
master / n
o31ai_1: 2
a21oi_1: 3
nand2b_1: 2
o32a_1: 26
o21ai_0: 41
o22a_1: 6
clkbuf_1: 7
a32oi_1: 2
nor3_1: 4
o22ai_1: 12
buf_4: 8
mux2_2: 2
a22oi_1: 39
mux2i_1: 52
a31oi_1: 5
nor2_1: 53
buf_2: 14
nor2b_1: 16
nand2_1: 6
## routing by layer
metal | track usage, % | part of all wire, % | vias to the layer above
li1 | - | - | 1792
met1 | 21.4 | 40 | 1712
met2 | 31.7 | 49 | 220
met3 | 5.39 | 9.6 | 17
met4 | 2.71 | 1.6 | 0
met5 | 0 | 0 | -
## cell type report
type / count / area (um2)
inverters: 2 / 7.51
well taps: 147 / 184
multi-input cells: 285 / 1980
repair buffers: 298 / 2960
fillers: 1215 / 6780
## power by group
group,leakage [nW],switching (mW),total (mW),internal [mW]
Combinational,1.89,0.0837,0.269,0.185
Clock,0,0,0,0
Sequential,0,0,0,0
Total,1.89,0.0837,0.269,0.185
Power figures rest on the tool's default switching activity, not on a simulated workload.
