[design/flow/config.mk]
export PLATFORM = sky130hd
export DESIGN_NAME = div
export DESIGN_NICKNAME = div
export VERILOG_FILES = /design/flow/design.v
export SDC_FILE = /design/flow/constraint.sdc
export NUM_CORES = 4
export LEC_CHECK = 1
export CORE_UTILIZATION = 50
[design/flow/constraint.sdc]
current_design div

set clk_period 44.9
set clk_io_pct 0.2

create_clock -name clk0 -period $clk_period [get_ports {clk}]

set non_clock_inputs [all_inputs -no_clocks]
set_input_delay [expr $clk_period * $clk_io_pct] -clock clk0 $non_clock_inputs
set_output_delay [expr $clk_period * $clk_io_pct] -clock clk0 [all_outputs]
[design/flow/design.v]
module div(
    input wire clk,
    input wire reset,
    input wire div_ctrl,  
    input wire [31:0] a,
    input wire [31:0] b,
    output reg [31:0] resto,
    output reg [31:0] quociente,
    output reg DIVQ  
);
    reg [31:0] aux_a;
    reg [31:0] aux_b;
    reg [31:0] comp_b;
    reg sinal_a;
    reg sinal_b;
    reg div_start;
    reg div_end;
    reg [31:0] aux_quociente;
    reg [31:0] aux_resto;
    reg [32:0] aux_diff;
    integer counter_div;
    always @(posedge clk)begin
        if(div_ctrl == 1'b0)begin
            sinal_a = 1'b0;  
            sinal_b = 1'b0;  
            div_start = 1'b0;
            DIVQ = 1'b0;
            div_end = 1'b0;
            aux_quociente = 32'b0;
            aux_resto = 32'b0;
            aux_diff = 33'b0;
            counter_div = 31;
            quociente = 32'b0;
            resto = 32'b0;
        end
        if (div_ctrl == 1'b1)
            begin
                if (reset)
                begin
                    quociente = 32'b0;
                    resto = 32'b0;
                    DIVQ = 1'b0;
                    div_start = 1'b0;
                    div_end = 1'b1;
                    sinal_a = 1'b0;
                    sinal_b = 1'b0;
                    aux_quociente = 32'b0;
                    aux_resto = 32'b0;
                    aux_diff = 32'b0;
                    counter_div = 0;
                end
                if (!div_end)
                begin
                    if (!div_start)
                    begin
                        if (b == 32'b0)
                        begin
                            DIVQ = 1'b1;
                            div_end = 1'b1;
                        end
                        else
                        begin 
                            if (a[31])
                            begin
                                aux_a = (~a + 1'b1);
                                sinal_a = 1'b1;
                            end
                            else
                            begin
                                aux_a = a; 
                            end
                            if (b[31])
                            begin
                                aux_b = (~b + 1'b1);
                                sinal_b = 1'b1;
                            end
                            else
                            begin
                                aux_b = b; 
                            end
                        end
                        div_start = 1'b1;
                    end
                    if (div_start)
                    begin
                        aux_resto = aux_resto << 1; 
                        aux_resto[0] = aux_a[counter_div];
                        comp_b = (~aux_b + 1'b1);
                        aux_diff = aux_resto + comp_b; 
                        if (aux_diff[32]) 
                        begin
                            aux_resto = aux_diff[31:0];
                        end
                        aux_quociente[counter_div] = aux_diff[32]; 
                        counter_div = counter_div - 1;
                        if (counter_div == -1)
                        begin
                            if (sinal_a ^ sinal_b)  
                            begin
                                quociente = (~aux_quociente + 1'b1);
                            end
                            else
                            begin
                                quociente = aux_quociente;
                            end
                            if (sinal_a)
                            begin
                                resto = (~aux_resto + 1'b1);
                            end
                            else
                            begin
                                resto = aux_resto;
                            end
                            div_end = 1'b1;
                        end
                    end
                end
            end
        end
endmodule
[design/flow/run.sh]
#!/bin/bash
# OpenROAD 26Q1-2900-gdf79404cd8, Yosys 0.63+post, stock flow scripts
make -C /OpenROAD-flow-scripts/flow DESIGN_CONFIG=/design/flow/config.mk WORK_HOME=/design/flow/orfs finish
==> impl_metrics.json <==
{
  "place_hpwl_mm": 39.06,
  "wl_per_cell_um": 19.39,
  "yosysWarnings": 1,
  "common_cells": "nand2_1 (265), nor2_1 (249), o21ai_0 (172), dfxtp_1 (164), a21oi_1 (135)",
  "core-area_sq_um": 33870,
  "crit_buf_inv": 4,
  "synth.most_common_cell": "nand2_1",
  "crit_required_ps": 45370,
  "drc": 0,
  "insertedDiodeCount": 0,
  "cts_buffer_depth": 3,
  "totalWireLength_mm": 53.22,
  "yosys_area_sq_um": 17380,
  "rows": 67,
  "io_pins": 132,
  "fin_skew_ps": 31.35,
  "h-tree-depth": 1,
  "cts_post_setup_buffers_inserted": 0,
  "outcome": "complete, no violations",
  "timing.rr.start": "div_start",
  "die_h_um": 188.4,
  "ys_cells": 2238,
  "place_ws_ps": 26260,
  "cpMostUsedCell": "ha_1",
  "grtUsageTotal_pct": 31.13,
  "cts_tree": "built",
  "place_congestion": 0.9699,
  "powerDensity_nw_per_um2": 28.22,
  "ff2ff_path_depth": 30,
  "slew_headroom_pct": 37.65,
  "setup_viol": 0,
  "cap_violations": 0,
  "crit_fanout": 50,
  "grt_max_degree": 62,
  "clk_pin_slew_ps": 50,
  "path_class": "in2reg",
  "holdPathEnd": "quociente[11]",
  "holdPathStages": 2,
  "finalHoldViolCount": 0,
  "topCellsByArea": "dfxtp_1 (19%), edfxtp_1 (11%), nand2_1 (5.7%)",
  "syn-cell-area_sq_um": 17380,
  "io_buffers": 131,
  "r2r_end": "resto[30]",
  "hold_path.class": "reg2reg",
  "cpPeakStageDelay_ps": 700,
  "fmax_mhz": 54.79,
  "clock-sinks": 228,
  "crit_path_top_delay_cell": "o41ai_1",
  "postSynth.asyncResetShare_pct": 0,
  "antenna_found_initial": 0,
  "ir_drop_uv": 31.39,
  "log.warning_count": 26,
  "ys.flops": 228,
  "slew_violations": 0,
  "syn-instance-count": 2238,
  "vias": 16780,
  "drive_above_1_share_pct": 6.835,
  "ff2ff_setup_slack_ps": 35880,
  "grt-ovfl-total": 0,
  "netlist.area_leader.share_pct": 18.89,
  "grt_pass1_wl_mm": 86.11,
  "nFillCells": 3073,
  "endpoint_kind": "flop",
  "grt_pass1_vias": 15980,
  "place_area_sq_um": 18920,
  "dr.pass1.iters": 5,
  "syn2layout_area_growth_pct": 13.79,
  "fin_crit_sh_pct": 40.65,
  "setup_ws_ps": 26650,
  "final_area_sq_um": 19780,
  "tns_ps": 0,
  "ff_type": "dfxtp_1",
  "power_leakage_uw": 0.007080,
  "avgViaCountPerCell": 6.112,
  "die_area_sq_um": 35510,
  "synth_cell_type_count": 98,
  "worstMarginPinSlew_ps": 926.8,
  "rsz0062_at_grt": "false",
  "clk_latency_ps": 570,
  "cts_resized": 0,
  "die_w_um": 188.4,
  "fp-utilization_pct": 51.32,
  "drtIter0Drc": 1347,
  "holdBufCountCts": 0,
  "period_needed_ps": 18250,
  "min_from": "quociente[11]",
  "crit_family": "simple AND/OR/NAND/NOR gates",
  "worst_setup_path_start_kind": "primary input",
  "yosys.stat.seqShare_pct": 29.95,
  "cts_made_buffers": 27,
  "drtAntennaViolNets": 0,
  "cts_root_buffer": "clkbuf_16",
  "worstPathArrival_ps": 18720,
  "edf_count": 64,
  "syn_avg_cell_area_sq_um": 7.766,
  "yosysTopAreaCell": "dfxtp_1"
}
per-stage QoR:
stage               std cells  power [uW]  util (%)  hold slack (ps)
finish                   2745       558.2     58.40            443.9
global route             2745       582.5     58.40            464.8
floorplan                2238       308.2         -            401.4
CTS                      2745       562.0     58.40            447.6
global placement         2698       345.0     55.85            435.8
detailed placement       2698       344.9     55.85            440.2
state kept, by name, indices dropped and copies added, names as in the netlist:
| register | flops |
|---|---|
| aux_resto | 31 |
| sinal_a | 1 |
| counter_div | 32 |
| DIVQ | 1 |
| div_end | 1 |
| resto | 32 |
| quociente | 32 |
| aux_a | 32 |
| div_start | 1 |
| aux_b | 32 |
| aux_quociente | 32 |
| sinal_b | 1 |
worst reg2reg max path: cells and delay by family (launching register included):
kind / cells / cell delay [ps]
compound gates: 11 / 3190
xor+xnor: 2 / 250
fa+ha+maj: 3 / 900
buf+inv: 2 / 860
flops: 1 / 360
simple gates: 12 / 3380
cells in the final DEF (no fill, tap or decap), types with 9 or more instances in the layout:
cell	count
clkbuf_16	28
inv_1	53
o31ai_1	36
nand2_1	262
a21o_1	23
o41ai_1	23
mux2i_1	53
nor4_1	43
or3_1	34
o21a_1	16
mux2_2	18
nor2b_1	13
nor2_1	246
clkdlybuf4s50_1	131
a31oi_1	29
or4_1	19
nand4_1	23
buf_4	35
o21ai_1	14
ha_1	38
or2_2	17
nand2b_1	9
nor3_1	66
and2_1	38
nand3_1	51
xor2_1	76
a211oi_1	16
dfxtp_1	163
o211ai_1	21
edfxtp_1	64
o31a_1	13
o21ai_0	172
a21oi_1	134
and3_1	14
xnor2_1	109
a41oi_1	11
a22oi_1	11
where the power goes:
group	leakage, uW	internal (uW)	total [uW]	switching, uW
Combinational	0.00473	43.6	119	75.3
Clock	0.000428	128	216	88.1
Sequential	0.00192	218	223	5.50
layer usage:
metal	GRT usage, %	up-vias	wire, um
met5	0	-	0
met1	43.10	7859	22840
met4	9.212	0	1926
met3	4.488	134	2895
li1	-	8255	-
met2	51.60	530	25550
how the worst max path moves through the flow:
stage                  endpoint  depth (start not counted)  start
final                 resto[30]                         35   b[0]
after global routing  resto[30]                         35   b[0]
after CTS             resto[30]                         35   b[0]
kinds of logic (layout without fill, tap and decap cells):
family          after synthesis  after routing  synth area share, %
buf+inv                     209            268                5.025
xor+xnor                    186            186                9.373
mux                          72             72                4.348
flops                       228            228                29.95
fa+ha+maj                    39             39                2.851
compound gates              618            618                23.50
simple gates                886            886                24.95
cell type report:
class / count / area [sq um] / share of cell area [%]
multi-input cells: 1801 / 11370 / 57.47
flip-flops and latches: 228 / 5209 / 26.34
repair buffers: 166 / 1574 / 7.959
clock buffers: 41 / 803.3 / 4.061
well taps: 448 / 560.5 / 2.834
inverters: 55 / 206.4 / 1.044
clock inverters: 6 / 58.81 / 0.2973
Power figures rest on the tool's default switching activity, not on a simulated workload.
